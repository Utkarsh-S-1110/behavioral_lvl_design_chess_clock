`/design/flow/design.v`:
```
`timescale 1ns / 1ps
module timer2(input clk_four,input start,input reset, input player,output reg [2:0] t2, output reg zero2
    );
    initial t2 = 3'b111;
    initial zero2 = 1'b0;
    always @(posedge clk_four)
    begin
    if (reset == 1)
        begin
        t2 <= 7;
        zero2 <= 0;
        end
    if ((start == 1) & (reset == 0))
        begin
        if (player == 1)
            begin
            t2 <= t2 - 3'b001;
            if (t2 == 0)
                begin
                zero2 <= 1;
                end
            end
        end
    end
endmodule
```
`/design/flow/constraint.sdc`:
```
current_design timer2

set clk_period 2.1
set clk_io_pct 0.2

create_clock -name clk0 -period $clk_period [get_ports {clk_four}]

set non_clock_inputs [all_inputs -no_clocks]
set_input_delay [expr $clk_period * $clk_io_pct] -clock clk0 $non_clock_inputs
set_output_delay [expr $clk_period * $clk_io_pct] -clock clk0 [all_outputs]
```
`/design/flow/config.mk`:
```
export PLATFORM = sky130hd
export DESIGN_NAME = timer2
export DESIGN_NICKNAME = timer2
export VERILOG_FILES = /design/flow/design.v
export SDC_FILE = /design/flow/constraint.sdc
export NUM_CORES = 4
export LEC_CHECK = 1
export CORE_AREA = 10 10 70 70
export DIE_AREA = 0 0 80 80
```
`/design/flow/run.sh`:
```
#!/bin/bash
# OpenROAD 26Q1-2900-gdf79404cd8, Yosys 0.63+post, stock flow scripts
make -C /OpenROAD-flow-scripts/flow DESIGN_CONFIG=/design/flow/config.mk WORK_HOME=/design/flow/orfs finish
```
==> impl_metrics.ini <==
; synthesis and place-and-route metrics
[status]
status = finished, final reports clean

[timing]
setup_viol = 0
rsz0062_at_grt = no
worst_clock_skew_ns = 0.000344
period_used_pct = 71.9
final.setup.tns_ns = 0
finalMaxSlewViolations = 0
fmax_ghz = 0.663
max_slew_margin_pct = 87.1
hold_viol_final = 0
min_period_ns = 1.51
worst_slew_pin_slew_ns = 0.193

[detailed_routing]
dr.first_iter.drc_count = 4
avgRoutedWirePerCell_um = 6.66
avgViaCountPerCell = 2.30
drc_errors = 0
firstDrtPassIters = 4
antenna-diode-count = 0
totalWireLength_um = 506
ant_nets = 0
vias = 175

[clocking]
cts_sinks = 4
ctsHoldBuffers = 0
numCtsBuffers = 3
clockBufferDepth = 2
post_cts_buffers = 0
tritoncts = yes
worstSkewPairLatency_ns = 0.23
cts_resized = 0
htreeDepth = 1
clockRootBuffer = clkbuf_4
clk_pin_slew_ns = 0.03

[job]
drv_cap = 0
warning_count = 25

[grt]
grt-ovfl-total = 0
grt_pass1_vias = 194
grt_pass1_wl_um = 903
antenna_found_initial = 0
grt.total_usage_pct = 1.83
grt_start_max_net_pins = 8

[critical_path]
path_class = flip-flop to primary output
worstPathRequired_ns = 1.68
cp_max_fo = 4
worstPathArrival_ns = 1.09
path_cells = clkdlybuf4s50_1
endpoint_kind = primary output
max_stage_delay_ns = 0.50
critical_path_buf_inv_count = 1
cp_top_family = buffers and inverters
crit_slowest_cell = clkdlybuf4s50_1
critPathLaunchType = flip-flop

[die]
die_w_um = 80
fp_util_pct = 5.68
ios = 8
core_um2 = 3420
dieArea_um2 = 6400
rows = 21
dieHeight_um = 80

[placed_design]
io_buffers = 7
hpwl_um = 448
post_dp_cell_area_um2 = 322
gp_congestion = 0.722

[synth]
top_cells_by_area = dfxtp_1 41%, o21bai_2 17%, ha_1 13%, and3_1 9.7%, a21oi_1 7.7%
synth-seq-area-share_pct = 41.3
avgSynthCellArea_um2 = 9.70
synth-edff-count = 0
synth.cell_area_um2 = 194
synthTopCellsByCount = 4 x dfxtp_1, 3 x a21oi_1, 3 x and3_1, 3 x inv_1, 3 x o21bai_2
ys_seq_elements = 4
yosys_warnings = 1
synth_cell_types = 8
ys_cells = 20
async_flop_share_pct = 0
top_cell_area_share_pct = 41.3
largest_area_cell = dfxtp_1
syn-instance-count = 20
yosys_area_um2 = 194
most_common_cell = dfxtp_1
synth-main-ff-cell = dfxtp_1

[finish]
drive_gt1_share_pct = 20.0
final_cell_area_um2 = 344
area_growth_pct = 77.4

[min_path]
hold_class = flip-flop to flip-flop

[power]
power_density_nw_per_um2 = 555
ir_worst_vdd_uv = 66.8
p_leak_nw = 0.158
[tightest hold or removal path, cell delays in order (launching register included)]
cell     delay (ns)
dfxtp_1        0.31
a31oi_1        0.05
nor2_1         0.07
[final cells by class]
type / instances / area, µm²
multi-input combinational: 13 / 103
timing repair buffer: 7 / 70.1
fill: 399 / 3070
clock buffer: 3 / 22.5
tap: 46 / 57.6
inverter: 3 / 11.3
sequential: 4 / 80.1
[placed cells by master, fill, tap and decap left out, drive strengths merged]
cell,n
dfxtp,4
a21oi,3
ha,2
clkbuf,3
clkdlybuf4s50,7
and3,3
inv,3
o21bai,3
a31oi,1
nor2,1
[registers in the layout, indices dropped and copies added (netlist names)]
signal  count
zero2       1
t2          3
[routing by layer]
| layer | routed length, µm | global-route usage, % | vias to the layer above | part of all wire [%] |
|---|---|---|---|---|
| li1 | - | - | 91 | - |
| met1 | 135 | 1.46 | 81 | 27 |
| met2 | 323 | 3.29 | 1 | 64 |
| met3 | 31 | 1.14 | 2 | 6.1 |
| met4 | 16 | 1.06 | 0 | 3.2 |
| met5 | 0 | 0 | - | 0 |
[stage by stage]
stage	worst slack (ns)	utilization [%]	power, mW	hold slack [ns]	instances
finish	0.591	10.1	0.191	0.464	76
global route	0.523	10.1	0.206	0.520	76
CTS	0.556	10.1	0.197	0.466	76
detailed placement	0.728	9.41	0.102	0.458	73
global placement	0.744	9.41	0.101	0.455	73
floorplan	0.955	-	0.0875	0.413	20
[worst paths after layout]
kind | slack [ns] | start | end | depth (start not counted)
worst min-delay path | 0.46 | zero2 | zero2 | 2
worst max register to register | 0.87 | t2[0] | t2[2] | 5
worst min register to register | 0.46 | zero2 | zero2 | 2
worst max-delay path | 0.59 | t2[0] | t2[0] | 1
[logic make-up after synthesis]
family                   count (synthesis)  synth area share, %
AND-OR/OR-AND                            7                 28.4
AND/OR/NAND/NOR                          4                 11.6
flip-flops                               4                 41.3
buffers and inverters                    3                 5.81
adder cells (fa/ha/maj)                  2                 12.9
[report_power, final]
| group | switching, mW | leakage (nW) | internal, mW |
|---|---|---|---|
| sequential | 0.00167 | 0.0326 | 0.0785 |
| clock | 0.0272 | 0.0138 | 0.0636 |
| combinational | 0.00731 | 0.112 | 0.0127 |
| total | 0.0362 | 0.158 | 0.155 |
No activity file was given, so power comes from the tool's default toggle rates.
