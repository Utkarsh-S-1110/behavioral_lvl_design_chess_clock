**flow/design.v**
```verilog
`timescale 1ns / 1ps
module timer1(input clk_four,input start,input reset, input player,output reg [2:0] t1, output reg zero1
    );
    initial t1 = 3'b111;
    initial zero1 = 1'b0;
    always @(posedge clk_four)
    begin
    if (reset == 1)
        begin
        t1 <= 7;
        zero1 <= 0;
        end
    if ((start == 1) & (reset == 0))
        begin
        if (player == 0)
            begin
            t1 <= t1 - 3'b001;
            if (t1 == 0)
                begin
                zero1 <= 1;
                end
            end
        end
    end
endmodule
```
**flow/run.sh**
```bash
#!/bin/bash
# OpenROAD 26Q1-2900-gdf79404cd8, Yosys 0.63+post, stock flow scripts
make -C /OpenROAD-flow-scripts/flow DESIGN_CONFIG=/design/flow/config.mk WORK_HOME=/design/flow/orfs finish
```
**flow/config.mk**
```make
export PLATFORM = sky130hd
export DESIGN_NAME = timer1
export DESIGN_NICKNAME = timer1
export VERILOG_FILES = /design/flow/design.v
export SDC_FILE = /design/flow/constraint.sdc
export NUM_CORES = 4
export LEC_CHECK = 1
export CORE_AREA = 10 10 70 70
export DIE_AREA = 0 0 80 80
```
**flow/constraint.sdc**
```tcl
current_design timer1

set clk_period 1.6
set clk_io_pct 0.2

create_clock -name clk0 -period $clk_period [get_ports {clk_four}]

set non_clock_inputs [all_inputs -no_clocks]
set_input_delay [expr $clk_period * $clk_io_pct] -clock clk0 $non_clock_inputs
set_output_delay [expr $clk_period * $clk_io_pct] -clock clk0 [all_outputs]
```
==> qor.yml <==
run_status:
  status: "finished clean"
layout:
  layout.cells.non_filler: 77
  num-fill-cells: 402
  area_delta_synth_final_pct: 75.0
  drive_above_1_share_pct: 12.9
critical_path:
  rr_worst_depth: 5
  worstPathCellList: "clkdlybuf4s50_1"
  worstSetupPathType: "flip-flop to output pin"
  crit_slowest_cell: "clkdlybuf4s50_1"
  crit_fanout: 4
  cp_top_family: "buffers and inverters"
  start_kind: "flip-flop"
  arrival_ps: 1110
  critPathCaptureType: "output pin"
  slowest_delay_ps: 520
  worst-path-buf-inv: 1
  cp_num_cells: 1
  required_ps: 1280
timing:
  min_period_ps: 1430
  hold_violations: 0
  fin_skew_ps: 3.45
  period_used_pct: 89.3
  rsz0062_at_grt: "no"
  maxSlewViolCount: 0
  fmax_mhz: 700
  worst_pin_slew_ps: 280
  setup_viol: 0
  setup-tns-final_ps: 0
  max_slew_margin_pct: 81.0
power:
  power_frac_comb_pct: 13.0
  p_total_uw: 264
  netSwitchingPower_uw: 54.6
  p_leak_uw: 0.000151
  ir_drop_v: 0.000173
  power_frac_clock_pct: 46.2
  switching_share_pct: 20.7
  power_frac_seq_pct: 40.8
  p_int_uw: 210
  power.density_nw_per_um2: 754
floorplanning:
  fp_util_pct: 5.86
  fp.dieH_um: 80
  coreArea_sq_um: 3420
  die_w_um: 80
  dieArea_sq_um: 6400
  rows: 21
  ios: 8
synthesis:
  synth_adder_area_share_pct: 12.5
  syn_inst: 21
  ys.warnings.count: 1
  yosys_area_sq_um: 200
  ys_top_logic_family: "simple AND/OR/NAND/NOR gates"
  aoi_share_pct: 11.9
  synthesis.area_sq_um: 200
  area_leaders: "dfxtp_1, ha_1, nor4bb_1"
  edf_count: 0
  mux_area_share_pct: 0
  ys_ff: 4
  top_area_share_pct: 40.0
  avgSynthCellArea_sq_um: 9.53
  synth-async-reset-ratio_pct: 0
  largest_area_cell: "dfxtp_1"
  ys_cells: 21
  ff_type: "dfxtp_1"
  yosysUniqueCellTypes: 10
  xor_share_pct: 0
  common_cells: "dfxtp_1, inv_1, a21oi_1"
  synthSimpleGateAreaFrac_pct: 28.1
  ys_seq_share_pct: 40.0
global_routing:
  grt_pass1_vias: 187
  gr-usage-met3_pct: 2.84
  grt.total_usage_pct: 1.88
  grt_first_pass_wirelength_um: 903
  antenna_found_initial: 0
  use_met1_pct: 2.12
  grt_most_used_layer: "met3"
  grt_max_degree: 7
  grtUsageMet2_pct: 1.77
  grt_overflow: 0
cts:
  cts_root_buf: "clkbuf_4"
  cts_resized: 0
  clock_latency_ps: 230
  cts.sinks: 4
  cts_tree: "yes"
  cts_setup_buffers: 0
  cts_htree_levels: 1
  cts_hold_buffers: 0
  cts_buffer_depth: 2
  path_clk_slew_ps: 40
  cts_made_buffers: 3
route:
  first_iter_violations: 0
  antenna_cells: 0
  ant_nets: 0
  vias_per_cell: 2.53
  num_vias: 195
  routedWlPerCell_um: 7.05
  first_pass_iters: 1
  drc_errors: 0
  routed_wl_um: 543
placed_design:
  gp_congestion: 0.747
  port-buffer-count: 7
  place_inst: 74
  place_hpwl_um: 431
min_path:
  whs_path_depth: 2
  hold_class: "flip-flop to flip-flop"
job:
  drv_cap: 0
  tool_warnings: 25
## logic make-up after synthesis
family	count (synthesis)
buf+inv	4
simple gates	7
fa+ha+maj	2
compound gates	4
flops	4
## flip-flops by register name, indices dropped and copies added, names as in the netlist
| register | flops |
|---|---|
| zero1 | 1 |
| t1 | 3 |
## per-stage QoR
step | util [%] | setup WS, ps | hold slack (ps) | area, sq um
6_report | 10.3 | 171 | 458 | 350
5_1_grt | 10.3 | 90.1 | 495 | 350
4_1_cts | 10.3 | 161 | 459 | 350
3_5_place_dp | 9.60 | 207 | 448 | 328
3_3_place_gp | 9.60 | 230 | 434 | 328
2_1_floorplan | - | 394 | 389 | 200
## power by group through the flow
stage / Sequential, uW / Clock, uW / Combinational (uW)
5_1_grt: 109 / 140 / 38.9
6_report: 108 / 122 / 34.5
4_1_cts: 108 / 127 / 34.7
## cells in the final DEF, fill, tap and decap left out
cell type | synthesis | routed
a211o_1 | 1 | 1
ha_1 | 2 | 2
nand3b_1 | 1 | 1
clkbuf_4 | 0 | 3
nor4bb_1 | 2 | 2
dfxtp_1 | 4 | 4
inv_1 | 4 | 4
clkdlybuf4s50_1 | 0 | 7
a21oi_1 | 3 | 3
nand2b_4 | 1 | 1
nor2_1 | 2 | 2
nor3b_1 | 1 | 1
## routing by layer
| metal | vias to the layer above | wire length [um] |
|---|---|---|
| li1 | 94 | - |
| met1 | 89 | 231 |
| met2 | 12 | 159 |
| met3 | 0 | 152 |
| met4 | 0 | 0 |
| met5 | - | 0 |
## cell type report
class | instances | area, sq um | area share (%)
multi-input cells | 13 | 105 | 30.0
flip-flops and latches | 4 | 80.1 | 22.9
repair buffers | 7 | 70.1 | 20.0
well taps | 46 | 57.6 | 16.4
clock buffers | 3 | 22.5 | 6.43
inverters | 4 | 15.0 | 4.29
## path summary, 6_finish.rpt
kind         startpoint     to  slack [ps]
max               t1[0]  t1[0]         170
min               zero1  zero1         460
max reg2reg       t1[0]  t1[2]         220
min reg2reg       zero1  zero1         460
Power figures rest on the tool's default switching activity, not on a simulated workload.
