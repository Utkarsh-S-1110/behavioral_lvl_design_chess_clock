**constraint.sdc**
```tcl
current_design hex7seg

set clk_period 1.1
set clk_io_pct 0.2

create_clock -name clk0 -period $clk_period

set non_clock_inputs [all_inputs -no_clocks]
set_input_delay [expr $clk_period * $clk_io_pct] -clock clk0 $non_clock_inputs
set_output_delay [expr $clk_period * $clk_io_pct] -clock clk0 [all_outputs]
```
**config.mk**
```make
export PLATFORM = sky130hd
export DESIGN_NAME = hex7seg
export DESIGN_NICKNAME = hex7seg
export VERILOG_FILES = /design/flow/design.v
export SDC_FILE = /design/flow/constraint.sdc
export NUM_CORES = 4
export LEC_CHECK = 1
export CORE_AREA = 10 10 70 70
export DIE_AREA = 0 0 80 80
```
**run.sh**
```bash
#!/bin/bash
# OpenROAD 26Q1-2900-gdf79404cd8, Yosys 0.63+post, stock flow scripts
make -C /OpenROAD-flow-scripts/flow DESIGN_CONFIG=/design/flow/config.mk WORK_HOME=/design/flow/orfs finish
```
**design.v**
```verilog
`timescale 1ns / 1ps
module hex7seg(input wire [2:0] x,
    output reg [6:0] seg
    );
    always @(*)
 case(x)
  0: seg = 7'b0000001;
  1: seg = 7'b1001111;
  2: seg = 7'b0010010;
  3: seg = 7'b0000110;
  4: seg = 7'b1001100;
  5: seg = 7'b0100100;
  6: seg = 7'b0100000;
  7: seg = 7'b0001111;
  default: seg = 7'b0001111;
 endcase
endmodule
```
==> impl_metrics.tcl <==
# collected from the flow reports
set metrics [dict create \
    fillCellCount 397 \
    routed_wl_um 554 \
    critical_path.most_common_cell "sky130_fd_sc_hd__buf_6" \
    netlist.top_cell.by_area "sky130_fd_sc_hd__ha_1" \
    fin_worst_hold_slack_ps 805 \
    gp_congestion 0.633 \
    ys_top_cells_by_area "sky130_fd_sc_hd__ha_1, sky130_fd_sc_hd__mux2_4, sky130_fd_sc_hd__buf_6" \
    report.power.total_uw 121 \
    max_slew_margin_pct 86.5 \
    final_antenna_net_count 0 \
    syn_inst 18 \
    crit_required_ps 880 \
    status "finished, violations left" \
    die_w_um 80 \
    drt-initial-drc-count 8 \
    grt_pass1_wl_um 931 \
    grt_setup_unrepaired "yes" \
    final.clkbuf_count 0 \
    synthesis.area_per_instance_um2 7.99 \
    dp.final_hpwl_um 480 \
    tool_warnings 38 \
    finalCritPeriodShare_pct 108 \
    slew_viol_final 0 \
    fmax_mhz 838 \
    num_rows 21 \
    fp.coreArea_um2 3420 \
    synth_warnings 1 \
    violations "negative setup slack" \
    crit_chain "buf_8 -> inv_6 -> buf_6 -> ha_4 -> mux2_4 -> buf_6" \
    max-cap-violations 0 \
    final_setup_vio_count 4 \
    yosysTopAreaCellShare_pct 43.5 \
    tightestPinTransition_ps 201 \
    max-vdd-ir-drop_v 0.0000371 \
    timing.critical_path.slowest_stage_cell "sky130_fd_sc_hd__mux2_4" \
    route.detailed.vias_per_inst 2.14 \
    final_cell_mix "sky130_fd_sc_hd__buf_6, sky130_fd_sc_hd__buf_2, sky130_fd_sc_hd__ha_4" \
    number_of_distinct_library_cells_after_synthesis 10 \
    vias 169 \
    firstDrtPassIters 2 \
    route.detailed.wl_per_inst_um 7.01 \
    worst_slack_ps -93.3 \
    regArea_um2 0 \
    floorplanUtilization_pct 4.21 \
    static-leakage-power_uw 0.000164 \
    final_layout_size_suffix_gt1_share_pct 81.8 \
    synth.cell_area_um2 144 \
    cellPowerDensity_nw_per_um2 299 \
    drc_errors 0 \
    cp.arrival_ps 970 \
    cts_hold_buf 0 \
    boundaryPins 10 \
    syn2layout_area_growth_pct 181 \
    timing.critical_path.from_type "input port" \
    port-buffer-count 10 \
    die-height_um 80 \
    shortest_clock_period_the_worst_path_allows_after_layout_ps 1190 \
    crit_fanout 2 \
    ys_cells 18 \
    stage_delay_of_the_slowest_cell_on_the_critical_path_ps 270 \
    worstHoldPathType "in -> out" \
    yosysSeqAreaShare_pct 0 \
    grt_usage_pct 1.78 \
    timing_worst_setup_path_type "in -> out" \
    endpoint_kind "primary output" \
    seq_cells 0 \
    insertedDiodeCount 0 \
    final_hold_viol_count 0 \
    first_global_vias 185 \
    grt_max_degree 10 \
    grt-ovfl-total 0 \
    preCtsSetupSlack_ps -928 \
    ys_area_um2 144 \
    fp.dieArea_um2 6400 \
    number_of_antenna_violations_at_the_first_check_in_global_routing 0 \
]
-- power by group --
part	internal [uW]	leakage [uW]	total (uW)	switching, uW
sequential	0	0	0	0
clock	0	0	0	0
combinational	74.9	0.000164	121	45.7
total	74.9	0.000164	121	45.7
-- through the flow --
| step | instances | utilization, % | setup TNS (ps) | area [um^2] |
|---|---|---|---|---|
| finish | 79 | 11.8 | -245 | 404 |
| global route | 79 | 11.8 | -433 | 404 |
| CTS | 79 | 11.7 | -278 | 399 |
| detailed placement | 78 | 9.60 | -5890 | 328 |
| global placement | 78 | 9.60 | -5740 | 328 |
| floorplan | 18 | - | 0 | 144 |
-- final timing paths --
kind / from / to / slack, ps / depth (start not counted)
max: x[1] / seg[6] / -90 / 6
min: x[1] / seg[0] / 810 / 4
-- kinds of logic after synthesis --
| group | Yosys count | synth area share, % |
|---|---|---|
| compound gates | 3 | 10.4 |
| fa+ha+maj | 5 | 43.5 |
| buf+inv | 3 | 13.0 |
| mux | 1 | 10.4 |
| simple gates | 6 | 22.6 |
-- worst max-delay path: cells and delay by family --
kind | cells | cell delay [ps]
adder cells (fa/ha/maj) | 1 | 150
buffers and inverters | 4 | 330
multiplexers | 1 | 270
-- synth_stat cells --
cell type,number
sky130_fd_sc_hd__nand2_1,1
sky130_fd_sc_hd__buf_6,1
sky130_fd_sc_hd__mux2_4,1
sky130_fd_sc_hd__inv_1,2
sky130_fd_sc_hd__and2b_2,1
sky130_fd_sc_hd__o21ai_0,2
sky130_fd_sc_hd__a21oi_1,1
sky130_fd_sc_hd__and2_4,1
sky130_fd_sc_hd__nor2_1,3
sky130_fd_sc_hd__ha_1,5
-- layout make-up --
class / count / area, um^2 / share of cell area (%)
well taps: 46 / 57.6 / 14.2
repair buffers: 16 / 146 / 36.2
inverters: 2 / 15.0 / 3.72
multi-input cells: 15 / 185 / 45.8
-- layer usage --
metal  global-route usage (%)  vias up  wire length (um)
li1                         -       89                 -
met4                        0        0                 0
met5                        0        -                 0
met1                     2.11       74               216
met3                    0.909        0                83
met2                     2.97        6               255
-- what timing repair did --
action	CTS	global route
endpoints found under the setup margin	7	7
setup buffers	1	0
resized	58	1
pin swaps	3	0
Power and IR drop assume default switching activity.
